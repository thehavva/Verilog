--- ./config.mk ---
export PLATFORM = sky130hd
export DESIGN_NAME = hex
export DESIGN_NICKNAME = hex
export VERILOG_FILES = /design/flow/design.v
export SDC_FILE = /design/flow/constraint.sdc
export NUM_CORES = 4
export LEC_CHECK = 1
export CORE_AREA = 10 10 70 70
export DIE_AREA = 0 0 80 80
--- ./constraint.sdc ---
current_design hex

set clk_period 4.5
set clk_io_pct 0.2

create_clock -name clk0 -period $clk_period

set non_clock_inputs [all_inputs -no_clocks]
set_input_delay [expr $clk_period * $clk_io_pct] -clock clk0 $non_clock_inputs
set_output_delay [expr $clk_period * $clk_io_pct] -clock clk0 [all_outputs]
--- ./design.v ---
`timescale 1ns / 1ps
module hex(x,y0,y1,y2);
    input [7:0] x;
    output reg [7:0] y0,y1,y2;
    initial
    begin
    y0=8'h00;
    y1=8'h00;
    y2=8'h00;
    end 
    always @(x)
    begin
    y0<=x/2;
    y1<=y0+x;
    y2<=y1+x*2;
    end 
endmodule
--- ./run.sh ---
#!/bin/bash
# OpenROAD 26Q1-2900-gdf79404cd8, Yosys 0.63+post, stock flow scripts
make -C /OpenROAD-flow-scripts/flow DESIGN_CONFIG=/design/flow/config.mk WORK_HOME=/design/flow/orfs finish
==> impl_metrics.py <==
# Physical implementation metrics
metrics = {
    "status": {
        "status": "finished clean",
    },
    "finish": {
        "seq_area_um2": 0,
        "drive_gt1_frac": 0.3810,
        "nClkBuffers": 0,
        "flop-count": 0,
        "finalInstanceArea_mm2": 0.001323,
        "area_growth_pct": 90.45,
        "stdcell_count": 193,
    },
    "power_and_ir_drop": {
        "p_per_area_mw_per_mm2": 199.4,
        "peakVddDrop_uv": 134.6,
        "p_total_w": 0.0002637,
        "p_leak_nw": 0.6211,
    },
    "floorplanning": {
        "die_area_mm2": 0.006400,
        "num_io_pins": 32,
        "die_w_um": 80,
        "die_h_um": 80,
        "fp_util": 0.2033,
        "coreArea_mm2": 0.003416,
        "placement_rows": 21,
    },
    "logic_synthesis": {
        "syn_avg_cell_area_um2": 8.170,
        "ys_warn_count": 1,
        "ys_cells": 85,
        "ys_seq_share": 0,
        "syn_inst": 85,
        "ys_types": 36,
        "netlist_area_um2": 694.4,
        "ys_chip_area_um2": 694.4,
    },
    "placement": {
        "portBuffers": 31,
        "pre_cts_ws_ns": -0.5862,
        "placed_cell_area_mm2": 0.001287,
        "gp_congestion": 0.8353,
        "dpl.hpwl_um": 1867,
        "dp.cells": 192,
    },
    "detailed_routing": {
        "dr.pass1.iters": 2,
        "via_per_inst": 4.275,
        "detail_route.wl_per_cell_um": 10.69,
        "drt-total-wl_um": 2063,
        "drc": 0,
        "num_antenna_cells": 0,
        "ant_nets": 0,
        "drt_iter0_markers": 10,
        "via_count": 825,
    },
    "worst_setup_path": {
        "arrival_ns": 3.46,
        "cp.required_ns": 3.60,
        "crit_fanout": 4,
        "startpoint_type": "input pin",
        "critPathCaptureType": "output pin",
        "path_class": "input pin to output pin",
    },
    "global_route": {
        "grtUsageTotal": 0.06676,
        "antenna_found_initial": 0,
        "grt_pass1_vias": 848,
        "grt_pass1_wl_um": 3677,
        "grt-ovfl-total": 0,
        "grt_max_degree": 8,
    },
    "sta": {
        "period_minus_slack_ns": 4.364,
        "layout_setup_ws_ns": 0.1356,
        "hold_violations": 0,
        "fmax_mhz": 229.1,
        "slew_violations": 0,
        "post-route-period-util": 0.9699,
        "setup_violations": 0,
        "whs_ns": 2.413,
    },
    "clock_network": {
        "postCtsHoldBufs": 0,
    },
    "run": {
        "warnings": 33,
        "maxCapViolCount": 0,
    },
    "worst_hold_path": {
        "worstHoldPathType": "input pin to output pin",
    },
}
-- final cells by class --
type,count,area (um2)
Fill cell,341,2093
Inverter,7,26.28
Multi-Input combinational cell,69,635.6
Tap cell,46,57.56
Timing Repair Buffer,71,603.1
-- cell usage after synthesis, drive strengths merged --
| cell type | number | area, um2 |
|---|---|---|
| a211oi | 3 | 27.52 |
| o21ai | 2 | 10.01 |
| or4 | 1 | 7.510 |
| nand2b | 1 | 6.260 |
| nor4 | 1 | 6.260 |
| and3b | 1 | 8.760 |
| buf | 9 | 67.56 |
| nand4b | 1 | 8.760 |
| a21oi | 7 | 46.30 |
| xnor2 | 5 | 43.79 |
| a21boi | 1 | 7.510 |
| o211ai | 4 | 30.03 |
| inv | 7 | 26.28 |
| o211a | 1 | 10.01 |
| nor2 | 2 | 7.510 |
| o311ai | 1 | 8.760 |
| a21o | 2 | 16.27 |
| nand4 | 1 | 6.260 |
| nand2 | 1 | 3.750 |
| nor3 | 3 | 15.01 |
| o2111ai | 1 | 8.760 |
| a31oi | 2 | 12.51 |
| a31o | 1 | 8.760 |
| or4b | 1 | 10.01 |
| conb | 1 | 3.750 |
| o21a | 2 | 15.01 |
| and2 | 1 | 6.260 |
| ha | 13 | 162.7 |
| xor2 | 3 | 26.28 |
| nor2b | 2 | 12.51 |
| a221oi | 2 | 23.77 |
| fa | 2 | 40.04 |
-- worst paths after layout --
path	from	endpoint	slack, ns	cells after the start
hold / removal	x[1]	y0[0]	2.41	2
setup / recovery	x[2]	y2[7]	0.14	13
-- worst max-delay path: stages --
cell             delay [ns]
clkdlybuf4s15_1        0.23
ha_1                   0.33
nor2b_1                0.13
o21a_1                 0.17
buf_4                  0.13
o211ai_1               0.18
o311ai_2               0.15
ha_1                   0.31
inv_1                  0.05
or4_4                  0.52
o2111ai_2              0.10
xor2_1                 0.15
buf_2                  0.11
-- cells by family (layout without fill, tap and decap cells) --
family                     count (synthesis)  in the layout  synth area share
AOI/OAI and AO/OA                         29             29            0.3243
xor gates and xnor gates                   8              8            0.1009
adders and majority gates                 15             15            0.2919
buffers and inverters                     16             78            0.1351
other                                      1              1          0.005400
and+or+nand+nor                           16             16            0.1424
-- where the power goes --
| part | switching (W) | internal, W |
|---|---|---|
| Clock | 0 | 0 |
| Combinational | 0.0000956 | 0.000168 |
| Sequential | 0 | 0 |
| Total | 0.0000956 | 0.000168 |
-- layout by cell type (no fill, tap or decap), types with 2 or more instances in the layout --
cell type	count
nor3_1	3
buf_4	40
clkdlybuf4s50_1	21
ha_1	12
xor2_1	3
xnor2_1	5
a211oi_1	2
a31oi_1	2
nor2_1	2
a21oi_1	5
o21a_1	2
dlygate4sd2_1	3
clkdlybuf4s15_1	2
dlymetal6s2s_1	2
fa_2	2
nor2b_1	2
a221oi_2	2
o21ai_0	2
inv_1	6
o211ai_1	4
-- layer usage --
metal	vias up	share of wire	GRT usage
met5	-	0	0
met4	0	0	0
met3	0	0.045	0.01023
met2	10	0.51	0.1236
met1	377	0.44	0.08333
li1	438	-	-
-- repair_timing --
action | CTS | global route
gates resized | 20 | 7
pin swaps | 9 | 7
endpoints found under the setup margin | 5 | 4
buffers inserted | 1 | 0
-- stage by stage --
stage | TNS [ns] | util
3_3_place_gp | -1.705 | 0.3769
3_5_place_dp | -1.728 | 0.3769
2_1_floorplan | 0 | -
5_1_grt | -0.01549 | 0.3872
6_report | 0 | 0.3872
4_1_cts | 0 | 0.3850
No activity file was given, so power comes from the tool's default toggle rates.
