$ cat flow/run.sh
#!/bin/bash
# OpenROAD 26Q1-2900-gdf79404cd8, Yosys 0.63+post, stock flow scripts
make -C /OpenROAD-flow-scripts/flow DESIGN_CONFIG=/design/flow/config.mk WORK_HOME=/design/flow/orfs finish
$ cat flow/config.mk
export PLATFORM = sky130hd
export DESIGN_NAME = pwm
export DESIGN_NICKNAME = pwm
export VERILOG_FILES = /design/flow/design.v
export SDC_FILE = /design/flow/constraint.sdc
export NUM_CORES = 4
export LEC_CHECK = 1
export CORE_AREA = 10 10 70 70
export DIE_AREA = 0 0 80 80
$ cat flow/constraint.sdc
current_design pwm

set clk_period 1.8
set clk_io_pct 0.2

create_clock -name clk0 -period $clk_period [get_ports {clk}]

set non_clock_inputs [all_inputs -no_clocks]
set_input_delay [expr $clk_period * $clk_io_pct] -clock clk0 $non_clock_inputs
set_output_delay [expr $clk_period * $clk_io_pct] -clock clk0 [all_outputs]
$ cat flow/design.v
`timescale 1ns / 1ps
module pwm(clk, led);
    input clk;
    output [3:0] led;
    reg [7:0] counter = 0;
    always @ (posedge clk) begin
    if (counter<100) counter <= counter +1;
    else counter <=0;
    end 
    assign led[0] = (counter<20) ? 1:0;  
    assign led[1] = (counter<40) ? 1:0;  
    assign led[2] = (counter<60) ? 1:0;  
    assign led[3] = (counter<80) ? 1:0;  
endmodule
==> summary.txt <==
Update from the flow run.

The flow ran to the end, and the final reports show no timing, DRC or antenna violations. The final period demand of the worst path is around 1700 ps. In this run, synthesis inferred 0 flip-flops with an integrated enable. The cell at the slowest stage of the critical path is sky130_fd_sc_hd__clkdlybuf4s50_1. The violation count after the first detailed-route iteration is 21.

Max fanout on the critical path was recorded as 7. The script extracted a total leakage power of ~0.18 nW. The number of cells on the worst hold path is 1. The buffer levels on the longest clock path is 2. The combinational share of power is 0.078. The repair_antennas step left the layout with diodes totalling 0.

The switching power is 73.4 µW. The tool warning count for the run is 25. According to the report, the first pass of detailed routing completed in 4 iterations. The report counts max-capacitance violations totalling 0. Note, the detailed placer reported a final HPWL of between 400 and 500 µm. The netlist uses 20 different library cells. The synthesis-stage register bit count is 8. The final layout contains routed wiring with a total length of between 600 and 700 µm. The capturing element type of the critical path is a primary output. The aggregate negative setup slack is 0 ps. The mean cell area of the mapped netlist is 8.89 µm². Before any placement, the netlist area is recorded as approximately 340 µm². Once placement completed, the tool counted placed cells totaling 89. The number of design rule violations left after detail routing is 0. The final route contains ~290 vias. The clock root buffer master is sky130_fd_sc_hd__clkbuf_4.

In the finished design, the share of the clock period the worst path needs comes to 0.960. The initial antenna violation count was 0. The internal portion of the total power is between 200 and 300 µW. The setup-violating endpoint count in the final report is 0. The final max-slew violation count recorded for this run is 0. Static timing analysis puts the maximum clock frequency at between 500 and 600 MHz. The worst setup path is launched from a flip-flop.

Counting flops with an async set or reset pin after synthesis yields a share of 0. The type of the most critical hold path is reg -> reg. Per the detail_route report, routed wire per instance is about 7.0 µm. The critical path crosses 3 cells after its start point. The register with the most flip-flops is counter.

The total die size is 6400 µm². The layout overhead on the synthesized area is 43.7%. The family of cells with the greatest summed delay on the critical path is buffers and inverters. The synth_stat.txt file lists the number of cells as 38. Entering global routing, the biggest net connects 9 pins.

Per the placement log, port buffering inserted 4 buffers. The number of rows created at floorplan is 21. The registers reported with the highest flop counts are counter x8. In the final run the clock tree shows a worst skew of roughly 0.32 ps.

Together, buffers and inverters on the worst path number 1. Synthesis handed over a netlist of 38 instances. Listed in order, past its start point the critical path passes o21a_1 > nor3_2 > clkdlybuf4s50_1. As reported, the later end of the worst-skew pair has a clock insertion delay of around 250 ps. STA puts the critical path data required time at 1440 ps. The floorplan step defined a core boundary enclosing around 3400 µm².

The synthesis report lists the Yosys warning total as 1. The number of top-level design ports is 5. Per the synthesis report, the dominant area consumer among library cells is sky130_fd_sc_hd__dfxtp_1. The first global-routing pass estimated between 1000 and 1500 µm of wire. The switching fraction of total power is 0.211. For this run, the number of standard cells in the final layout without fillers is 92. The via count of the first global-routing pass is between 200 and 300. The number of H-tree levels is 1. The clock transition at the register clock pins on the worst setup and hold paths after CTS is roughly 50 ps. The most common flop cell mapped by yosys is sky130_fd_sc_hd__dfxtp_1. The fraction of final layout cells sized beyond drive strength 1 is 0.239. The horizontal die size is ~80 µm. The area reported by Yosys stat is between 300 and 400 µm². For this design, the CTS-stage hold fixing added 0 buffers. Yosys attributes the largest share of cell area to sky130_fd_sc_hd__dfxtp_1, sky130_fd_sc_hd__nor2_1, sky130_fd_sc_hd__xor2_1, sky130_fd_sc_hd__nand3_1, sky130_fd_sc_hd__o21a_1. In this design, the stage delay of the slowest critical-path cell is about 480 ps. The part of the power in registers is 0.544. The overall fraction of global-route tracks in use is 0.0214. The arrival time of data at the worst endpoint is listed as 1370 ps. The area share of the largest cell type after synthesis is 0.474. The final estimated routing congestion in global placement is about 0.82.

Counting endpoints that fail hold in the final report gives 0. The number of buffers created by CTS is 3. The height of the chip is 80 µm. TritonCTS reports the number of clock sinks as 8. The cell area power density is roughly 700 nW/µm². Nets still carrying antenna violations after routing amount to 0. The number of cell instances on the worst register-to-register path is 4.

The initial utilization of the core area, before any placement, comes to 0.0989. TritonCTS built the clock tree. The register with the most flip-flops in the layout has 8 of them. Of the synthesized area, sequential elements account for 0.474.

The ratio of routed vias to standard cells is slightly above 3. The category of the critical setup timing path is reg -> out. Setup repair after global routing left no endpoint under its margin.

The maximum vdd ir drop is between 0.15 and 0.2 mV. The proportion of power drawn by the clock network is 0.378. Summed over all layers, the global routing overflow is 0.
==> layout by cell type, fill, tap and decap left out <==
| cell type | Yosys | final |
|---|---|---|
| sky130_fd_sc_hd__a31oi_1 | 1 | 1 |
| sky130_fd_sc_hd__dfxtp_2 | 0 | 2 |
| sky130_fd_sc_hd__clkbuf_4 | 0 | 3 |
| sky130_fd_sc_hd__nand2b_1 | 1 | 1 |
| sky130_fd_sc_hd__xor2_1 | 2 | 2 |
| sky130_fd_sc_hd__nand2_1 | 1 | 1 |
| sky130_fd_sc_hd__o21a_1 | 2 | 2 |
| sky130_fd_sc_hd__dfxtp_1 | 8 | 5 |
| sky130_fd_sc_hd__ha_1 | 1 | 1 |
| sky130_fd_sc_hd__conb_1 | 1 | 1 |
| sky130_fd_sc_hd__xnor2_1 | 1 | 1 |
| sky130_fd_sc_hd__dlygate4sd2_1 | 0 | 2 |
| sky130_fd_sc_hd__dfxtp_4 | 0 | 1 |
| sky130_fd_sc_hd__a211oi_2 | 0 | 1 |
| sky130_fd_sc_hd__nor3_2 | 0 | 1 |
| sky130_fd_sc_hd__nor4b_2 | 0 | 1 |
| sky130_fd_sc_hd__o311ai_1 | 1 | 1 |
| sky130_fd_sc_hd__and3_2 | 1 | 1 |
| sky130_fd_sc_hd__clkdlybuf4s50_1 | 0 | 2 |
| sky130_fd_sc_hd__buf_4 | 0 | 1 |
| sky130_fd_sc_hd__a21oi_1 | 1 | 1 |
| sky130_fd_sc_hd__nor2_1 | 7 | 7 |
| sky130_fd_sc_hd__or3_1 | 1 | 1 |
| sky130_fd_sc_hd__o21ai_0 | 2 | 2 |
| sky130_fd_sc_hd__inv_1 | 1 | 1 |
| sky130_fd_sc_hd__nand3_1 | 3 | 3 |
==> layer usage <==
metal | up-vias | GRT usage | part of all wire
met3 | 0 | 0.0239 | 0.16
met1 | 121 | 0.0275 | 0.54
met5 | - | 0 | 0
met4 | 0 | 0.00352 | 0
li1 | 153 | - | -
met2 | 13 | 0.0225 | 0.30
==> stage by stage <==
stage                     setup WS, ps  instance area [µm²]  power, mW  hold slack, ps   util
final                             71.3                  485      0.348             462  0.142
after detailed placement           108                  443      0.222             458  0.130
after global routing              6.16                  485      0.374             504  0.142
after global placement             132                  443      0.221             444  0.130
after CTS                         15.5                  479      0.354             468  0.140
after floorplan                    727                  338      0.207             430      -
==> Yosys cell counts (all sizes together), types with 2 or more instances <==
cell,count
dfxtp,8
nor2,7
nand3,3
o21a,2
o21ai,2
xor2,2
==> logic make-up (layout without fill, tap and decap cells) <==
group	Yosys count	count (layout)	synth area share
flip-flops	8	8	0.474
buffers and inverters	1	9	0.0111
XOR/XNOR	3	3	0.0778
AND/OR/NAND/NOR	16	16	0.233
adder cells (fa/ha/maj)	1	1	0.0370
other	1	1	0.0111
AND-OR/OR-AND	8	8	0.156
==> final cells by class <==
| cell class | instances | area (µm²) |
|---|---|---|
| well taps | 46 | 57.6 |
| fillers | 392 | 2930 |
| clock buffers | 3 | 22.5 |
| repair buffers | 5 | 45.0 |
| inverters | 1 | 3.75 |
| multi-input cells | 29 | 190 |
| flip-flops and latches | 8 | 166 |
==> power groups by stage <==
stage	clock (mW)	sequential [mW]	combinational (mW)
global route	0.152	0.191	0.0317
finish	0.132	0.189	0.0272
CTS	0.138	0.189	0.0277
==> worst reg2reg max path, delay by kind of cell (launching register included) <==
| family | cells | cell delay (ps) |
|---|---|---|
| AOI/OAI and AO/OA | 2 | 440 |
| DFF | 1 | 310 |
| and+or+nand+nor | 1 | 220 |
| buffers and inverters | 1 | 150 |
==> final timing paths <==
check                                           start                    end  slack [ps]
worst max-delay path            counter[4]$_SDFF_PP0_                 led[1]          70
worst min-delay path            counter[0]$_SDFF_PP0_  counter[0]$_SDFF_PP0_         460
worst max register to register  counter[2]$_SDFF_PP0_  counter[5]$_SDFF_PP0_         610
worst min register to register  counter[0]$_SDFF_PP0_  counter[0]$_SDFF_PP0_         460
==> timing repair <==
action | CTS | global route
gates cloned | 0 | 0
resized | 7 | 2
setup endpoints to repair | 3 | 2
setup buffers | 0 | 0
Power and IR drop assume default switching activity.
